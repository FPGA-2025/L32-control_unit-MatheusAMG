==> /design/flow/design.v <==
module Control_Unit (
    input wire clk,
    input wire rst_n,
    input wire [6:0] instruction_opcode,
    output reg pc_write,
    output reg ir_write,
    output reg pc_source,
    output reg reg_write,
    output reg memory_read,
    output reg is_immediate,
    output reg memory_write,
    output reg pc_write_cond,
    output reg lorD,
    output reg memory_to_reg,
    output reg [1:0] aluop,
    output reg [1:0] alu_src_a,
    output reg [1:0] alu_src_b
);
localparam FETCH              = 4'b0000;
localparam DECODE             = 4'b0001;
localparam MEMADR             = 4'b0010;
localparam MEMREAD            = 4'b0011;
localparam MEMWB              = 4'b0100;
localparam MEMWRITE           = 4'b0101;
localparam EXECUTER           = 4'b0110;
localparam ALUWB              = 4'b0111;
localparam EXECUTEI           = 4'b1000;
localparam JAL                = 4'b1001;
localparam BRANCH             = 4'b1010;
localparam JALR               = 4'b1011;
localparam AUIPC              = 4'b1100;
localparam LUI                = 4'b1101;
localparam JALR_PC            = 4'b1110;
localparam LW      = 7'b0000011;
localparam SW      = 7'b0100011;
localparam RTYPE   = 7'b0110011;
localparam ITYPE   = 7'b0010011;
localparam JALI    = 7'b1101111;
localparam BRANCHI = 7'b1100011;
localparam JALRI   = 7'b1100111;
localparam AUIPCI  = 7'b0010111;
localparam LUII    = 7'b0110111;
reg [3:0] actual_state;
reg [3:0] next_state;
always @(actual_state)begin
    case (actual_state)
        FETCH: begin
            pc_write      = 1'b1;
            ir_write      = 1'b1;
            pc_source     = 1'b0;
            reg_write     = 1'b0;  
            memory_read   = 1'b1; 
            is_immediate  = 1'b0;  
            memory_write  = 1'b0;  
            pc_write_cond = 1'b0;  
            lorD          = 1'b0;
            memory_to_reg = 1'b0;  
            aluop         = 2'b00;
            alu_src_a     = 2'b00;
            alu_src_b     = 2'b01;
        end
        DECODE: begin
            pc_write      = 1'b0;  
            ir_write      = 1'b0;  
            pc_source     = 1'b0;  
            reg_write     = 1'b0;  
            memory_read   = 1'b0;  
            is_immediate  = 1'b0;  
            memory_write  = 1'b0;  
            pc_write_cond = 1'b0;  
            lorD          = 1'b0;  
            aluop         = 2'b00;
            memory_to_reg = 1'b0;  
            alu_src_a     = 2'b10;
            alu_src_b     = 2'b10;
        end
        MEMADR: begin
            pc_write      = 1'b0;  
            ir_write      = 1'b0;  
            pc_source     = 1'b0;  
            reg_write     = 1'b0;  
            memory_read   = 1'b0;  
            is_immediate  = 1'b0;  
            memory_write  = 1'b0;  
            pc_write_cond = 1'b0;  
            lorD          = 1'b0;  
            memory_to_reg = 1'b0;  
            aluop         = 2'b00;
            alu_src_a     = 2'b01;
            alu_src_b     = 2'b10;
        end
        MEMREAD: begin
            pc_write      = 1'b0;  
            ir_write      = 1'b0;  
            pc_source     = 1'b0;  
            reg_write     = 1'b0;  
            memory_read   = 1'b1;
            is_immediate  = 1'b0;  
            memory_write  = 1'b0;  
            pc_write_cond = 1'b0;  
            lorD          = 1'b1;
            memory_to_reg = 1'b0;  
            aluop         = 2'b00;  
            alu_src_a     = 2'b00;  
            alu_src_b     = 2'b00;  
        end
        MEMWB: begin
            pc_write      = 1'b0;  
            ir_write      = 1'b0;  
            pc_source     = 1'b0;  
            reg_write     = 1'b1;
            memory_read   = 1'b0;  
            is_immediate  = 1'b0;  
            memory_write  = 1'b0;  
            pc_write_cond = 1'b0;  
            lorD          = 1'b0;  
            memory_to_reg = 1'b1; 
            aluop         = 2'b00;  
            alu_src_a     = 2'b00;  
            alu_src_b     = 2'b00;  
        end
        MEMWRITE: begin
            pc_write      = 1'b0;  
            ir_write      = 1'b0;  
            pc_source     = 1'b0;  
            reg_write     = 1'b0;  
            memory_read   = 1'b0;  
            is_immediate  = 1'b0;  
            memory_write  = 1'b1; 
            pc_write_cond = 1'b0;  
            lorD          = 1'b1;
            memory_to_reg = 1'b0;  
            aluop         = 2'b00;  
            alu_src_a     = 2'b00;  
            alu_src_b     = 2'b00;  
        end
        EXECUTER: begin
            pc_write      = 1'b0;  
            ir_write      = 1'b0;  
            pc_source     = 1'b0;  
            reg_write     = 1'b0;  
            memory_read   = 1'b0;  
            is_immediate  = 1'b0;  
            memory_write  = 1'b0;  
            pc_write_cond = 1'b0;  
            lorD          = 1'b0;  
            memory_to_reg = 1'b0;  
            aluop         = 2'b10;
            alu_src_a     = 2'b01;
            alu_src_b     = 2'b00;
        end
        ALUWB: begin
            pc_write      = 1'b0;  
            ir_write      = 1'b0;  
            pc_source     = 1'b0;  
            reg_write     = 1'b1;
            memory_read   = 1'b0;  
            is_immediate  = 1'b0;  
            memory_write  = 1'b0;  
            pc_write_cond = 1'b0;  
            lorD          = 1'b0;  
            memory_to_reg = 1'b0; 
            aluop         = 2'b00;  
            alu_src_a     = 2'b00;  
            alu_src_b     = 2'b00;  
        end
        EXECUTEI: begin
            pc_write      = 1'b0;  
            ir_write      = 1'b0;  
            pc_source     = 1'b0;  
            reg_write     = 1'b0;  
            memory_read   = 1'b0;  
            is_immediate  = 1'b1;
            memory_write  = 1'b0;  
            pc_write_cond = 1'b0;  
            lorD          = 1'b0;  
            aluop         = 2'b10; 
            alu_src_a     = 2'b01; 
            alu_src_b     = 2'b10; 
        end
        JAL: begin
            pc_write      = 1'b1;
            ir_write      = 1'b0;  
            pc_source     = 1'b1;
            reg_write     = 1'b0;  
            memory_read   = 1'b0;  
            is_immediate  = 1'b0;  
            memory_write  = 1'b0;  
            pc_write_cond = 1'b0;  
            lorD          = 1'b0;  
            aluop         = 2'b00;
            alu_src_a     = 2'b10;
            alu_src_b     = 2'b01;
        end
        BRANCH: begin
            pc_write      = 1'b0;  
            ir_write      = 1'b0;  
            pc_source     = 1'b1; 
            reg_write     = 1'b0;  
            memory_read   = 1'b0;  
            is_immediate  = 1'b0;  
            memory_write  = 1'b0;  
            pc_write_cond = 1'b1;
            lorD          = 1'b0;  
            aluop         = 2'b01;
            alu_src_a     = 2'b01;
            alu_src_b     = 2'b00;
        end
        JALR: begin
            pc_write      = 1'b1;
            ir_write      = 1'b0;  
            pc_source     = 1'b1;
            reg_write     = 1'b0;  
            memory_read   = 1'b0;  
            is_immediate  = 1'b1;  
            memory_write  = 1'b0;  
            pc_write_cond = 1'b0;  
            lorD          = 1'b0;  
            aluop         = 2'b00;
            alu_src_a     = 2'b10;
            alu_src_b     = 2'b01;
        end
        AUIPC: begin
            pc_write      = 1'b0;  
            ir_write      = 1'b0;  
            pc_source     = 1'b0;  
            reg_write     = 1'b0;  
            memory_read   = 1'b0;  
            is_immediate  = 1'b0;  
            memory_write  = 1'b0;  
            pc_write_cond = 1'b0;  
            lorD          = 1'b0;  
            aluop         = 2'b00;
            alu_src_a     = 2'b10;  
            alu_src_b     = 2'b10;
        end
        LUI: begin
            pc_write      = 1'b0;  
            ir_write      = 1'b0;  
            pc_source     = 1'b0;  
            reg_write     = 1'b0;  
            memory_read   = 1'b0;  
            is_immediate  = 1'b0;  
            memory_write  = 1'b0;  
            pc_write_cond = 1'b0;  
            lorD          = 1'b0;  
            aluop         = 2'b00;
            alu_src_a     = 2'b11;
            alu_src_b     = 2'b10;
        end
        JALR_PC : begin
            pc_write      = 1'b0;  
            ir_write      = 1'b0;  
            pc_source     = 1'b0;  
            reg_write     = 1'b0;  
            memory_read   = 1'b0;  
            is_immediate  = 1'b0;  
            memory_write  = 1'b0;  
            pc_write_cond = 1'b0;  
            lorD          = 1'b0;  
            aluop         = 2'b00;
            alu_src_a     = 2'b01;
            alu_src_b     = 2'b10;
        end
        default : begin
            pc_write      = 1'b1;
            ir_write      = 1'b1;
            pc_source     = 1'b0;
            reg_write     = 1'b0;  
            memory_read   = 1'b1; 
            is_immediate  = 1'b0;  
            memory_write  = 1'b0;  
            pc_write_cond = 1'b0;  
            lorD          = 1'b0;
            memory_to_reg = 1'b0;  
            aluop         = 2'b00;
            alu_src_a     = 2'b00;
            alu_src_b     = 2'b01;
        end
    endcase
end
always @(actual_state, instruction_opcode)begin
    case (actual_state)
        FETCH: begin
            next_state <= DECODE;
        end
        DECODE: begin
            if (instruction_opcode == BRANCHI) begin
                next_state <= BRANCH;
            end
            else if ((instruction_opcode == LW) || instruction_opcode == SW) begin
                next_state <= MEMADR;
            end
            else if (instruction_opcode == AUIPCI) begin
                next_state <= AUIPC;  
            end
            else if (instruction_opcode == JALI) begin
                next_state <= JAL;  
            end
            else if (instruction_opcode == ITYPE) begin
                next_state <= EXECUTEI;  
            end
            else if (instruction_opcode == RTYPE) begin
                next_state <= EXECUTER;  
            end
            else if (instruction_opcode == LUII) begin
                next_state <= LUI;  
            end
            else if (instruction_opcode == JALRI) begin
                next_state <= JALR_PC;  
            end
        end
        MEMADR: begin
            if (instruction_opcode == LW) begin
                next_state <= MEMREAD;
            end
            else if (instruction_opcode == SW) begin
                next_state <= MEMWRITE;
            end
        end
        MEMREAD: begin
            next_state <= MEMWB;
        end
        MEMWB: begin
            next_state <= FETCH;
        end
        MEMWRITE: begin
            next_state <= FETCH;
        end
        EXECUTER: begin
            next_state <= ALUWB;
        end
        ALUWB   : begin
            next_state <= FETCH;
        end
        EXECUTEI: begin
            next_state <= ALUWB;
        end
        JAL     : begin
            next_state <= ALUWB;
        end
        BRANCH  : begin
            next_state <= FETCH;
        end
        JALR    : begin
            next_state <= ALUWB;
        end
        AUIPC   : begin
            next_state <= ALUWB;
        end
        LUI     : begin
            next_state <= ALUWB;  
        end
        JALR_PC : begin
            next_state <= JALR; 
        end
        default : begin
            next_state <= FETCH; 
        end
    endcase
end
always @(posedge clk, negedge rst_n) begin
    if (!rst_n) begin
        actual_state <= FETCH; 
    end
    else begin
       actual_state <= next_state; 
    end
end
endmodule
==> /design/flow/run.sh <==
#!/bin/bash
# OpenROAD 26Q1-2900-gdf79404cd8, Yosys 0.63+post, stock flow scripts
make -C /OpenROAD-flow-scripts/flow DESIGN_CONFIG=/design/flow/config.mk WORK_HOME=/design/flow/orfs finish
==> /design/flow/config.mk <==
export PLATFORM = sky130hd
export DESIGN_NAME = Control_Unit
export DESIGN_NICKNAME = Control_Unit
export VERILOG_FILES = /design/flow/design.v
export SDC_FILE = /design/flow/constraint.sdc
export NUM_CORES = 4
export LEC_CHECK = 1
export CORE_AREA = 10 10 70 70
export DIE_AREA = 0 0 80 80
==> /design/flow/constraint.sdc <==
current_design Control_Unit

set clk_period 1.9
set clk_io_pct 0.2

create_clock -name clk0 -period $clk_period [get_ports {clk}]

set non_clock_inputs [all_inputs -no_clocks]
set_input_delay [expr $clk_period * $clk_io_pct] -clock clk0 $non_clock_inputs
set_output_delay [expr $clk_period * $clk_io_pct] -clock clk0 [all_outputs]
==> out/notes.md <==
• average routed wire per standard cell: 11.4 um
• pin count of the biggest net entering global routing: 10
• vias in the first global route: 790
• element type at the critical path start: flop
• count of buffers inserted at the top-level ports: 24
• main logic family after synthesis: simple AND/OR/NAND/NOR gates
• CP Capture Type: primary output
• proportion of netlist area held by the largest area contributor: 0.147
• clock tree from TritonCTS: yes
• power per unit of standard cell area: 197 nW/um^2
• violated checks: setup timing
• detailed-router iteration count before antenna repair: 4
• Die Height: 80 um
• cell type with the largest total area: sky130_fd_sc_hd__dfrtp_1
• setup slack after placement: 0.0488 ns
• leading post-synthesis cells by cell area: sky130_fd_sc_hd__dfrtp_1 15%, sky130_fd_sc_hd__dlxtn_1 11%, sky130_fd_sc_hd__nor2_1 8.8%
• worst vdd ir: 0.0762 mV
• Yosys chip area: 683 sq um
• CTS Root Cell: sky130_fd_sc_hd__clkbuf_4
• detail-routed via count per cell: 4.57
• CTS max path bufs: 2
• final wirelength: 2080 um
• Max Fanout on Critical Path: 6
• tally of unique sky130hd cells used after synthesis: 38
• standard-cell rows: 21
• required time reported for the critical path endpoint: 1.52 ns
• Worst EP arrival: 1.67 ns
• hpwl dp: 1500 um
• register pins left without a clock: 5
• overall power: 0.000243 W
• Post-synth ARST share: 0.444
• number of cells in Yosys stat: 95
• mux contribution to synthesized area: 0
• I/O pin count: 25
• Die X: 80 um
• total cell area at the placement stage: 1050 sq um
• total number of vias: 836
• number of buffers added to fix hold violations after cts: 0
• post-route clock period utilization: 1.08
• setup repair after global routing missed its margin: yes
• outcome: finished, violations left
• fillers: 345
• overflow left after global routing: 0
• highest attainable clock frequency: 489 MHz
• MaxCap Viol Count: 0
• final cell area excluding filler cells: 1230 sq um
• switching part of the total: 0.231
• headroom to the max-slew limit: 0.819
• path type of the worst min-delay path: in2async
• main flop type after synthesis: sky130_fd_sc_hd__dlxtn_1
• number of remaining DRC errors: 0
• Internal Power: 0.000187 W
• Core Density at Floorplan: 0.200
• count of mapped cells out of synthesis: 95
• overall chip area: 6400 sq um
• Clock Pin Slew Worst Setup and Hold Paths: 0.04 ns
• Setup Total Neg Slack: -0.453 ns
• number of buffers inserted during clock tree synthesis: 3
• Tightest Pin Transition: 0.270 ns
• Synth Area in XOR/XNOR: 0.0128
• area fraction in and, or, nand and nor cells after synthesis: 0.438
• All-Layer GR Usage: 0.0612
• Area growth syn-to-layout: 80.2%
• first-pass GRT wire length: 3400 um
• Sequential Power Share: 0.360
• antenna violations before repair: 0
• tool warnings: 27
• Comb power frac: 0.213
• Critical Setup Path Class: reg2out
• diodes inserted: 0
• fraction of final layout cells sized beyond drive strength 1: 0.307
• Switching Power: 0.0000561 W
• flip-flops with a built-in enable: 0
• antenna-violating nets left: 0
• count of final hold-check violations: 0
• final number of max-transition violations: 0
• Synth Area per Inst: 7.19 sq um
• time the worst path needs with I/O delays and setup: 2.05 ns
• warnings from Yosys: 1
• Post-Synth AOI/OAI Area: 0.236
• setup slack after layout: -0.146 ns
• Post-Synthesis Cell Area: 683 sq um
• H-tree Lvls: 1
• placer's final routability congestion estimate: 0.869
• adder-cell share of the synthesized area: 0
• register bit total from synthesis: 9
• count of endpoints without a timing constraint: 10
• area of the placeable core: 3420 sq um
• clock network fraction of total power: 0.427
• Detailed Route Iter0 Violations: 37
• leakage: 0.548 nW
• setup violators final: 6
power by group through the flow:
stage / combinational [W] / sequential, W / clock (W)
finish: 0.0000517 / 0.0000874 / 0.000104
CTS: 0.0000514 / 0.0000873 / 0.000111
global route: 0.0000570 / 0.0000873 / 0.000115
per-stage QoR:
| stage | util | instances | hold WS [ns] |
|---|---|---|---|
| after floorplan | - | 95 | 0.0844 |
| after global placement | 0.308 | 169 | 0.592 |
| after detailed placement | 0.308 | 169 | 0.594 |
| after CTS | 0.352 | 182 | 0.341 |
| after global routing | 0.360 | 183 | 0.360 |
| final | 0.360 | 183 | 0.345 |
cell usage in the layout (no fill, tap or decap), drive strengths merged, types with 2 or more instances in the layout:
| cell type | n |
|---|---|
| dlxtn | 5 |
| a22o | 2 |
| nor2b | 4 |
| nor3 | 2 |
| nand2b | 7 |
| nand2 | 9 |
| dlygate4sd2 | 6 |
| a21oi | 3 |
| nor2 | 16 |
| clkdlybuf4s50 | 17 |
| o21ai | 5 |
| nand3 | 4 |
| o22ai | 2 |
| nor3b | 2 |
| a211oi | 2 |
| nand4 | 2 |
| a22oi | 2 |
| buf | 21 |
| dfrtp | 4 |
| clkbuf | 3 |
final cells by class:
cell class                      instances  area [sq um]  share of cell area
Clock buffer                            3          22.5              0.0183
Inverter                                1          3.75             0.00305
Multi-Input combinational cell         78           509               0.414
Sequential cell                         9           180               0.146
Tap cell                               46          57.6              0.0467
Timing Repair Buffer                   46           458               0.372
logic make-up after synthesis:
group | Yosys count
compound gates | 23
xor+xnor | 1
latches | 5
flops | 4
simple gates | 54
buf+inv | 8
metal layers:
layer / vias to the layer above / share of wire / track usage
li1: 431 / - / -
met3: 4 / 0.053 / 0.00909
met2: 24 / 0.43 / 0.0979
met5: - / 0 / 0
met1: 377 / 0.50 / 0.0848
met4: 0 / 0.016 / 0.0123
synth_stat cells, types with 2 or more instances:
| cell type | number |
|---|---|
| sky130_fd_sc_hd__a211oi_1 | 2 |
| sky130_fd_sc_hd__a21oi_1 | 3 |
| sky130_fd_sc_hd__a22o_1 | 2 |
| sky130_fd_sc_hd__buf_1 | 2 |
| sky130_fd_sc_hd__buf_2 | 4 |
| sky130_fd_sc_hd__dfrtp_1 | 4 |
| sky130_fd_sc_hd__dlxtn_1 | 5 |
| sky130_fd_sc_hd__nand2_1 | 9 |
| sky130_fd_sc_hd__nand2b_1 | 5 |
| sky130_fd_sc_hd__nand2b_4 | 2 |
| sky130_fd_sc_hd__nand3_1 | 4 |
| sky130_fd_sc_hd__nand4_1 | 2 |
| sky130_fd_sc_hd__nor2_1 | 16 |
| sky130_fd_sc_hd__nor2b_1 | 4 |
| sky130_fd_sc_hd__nor3_1 | 2 |
| sky130_fd_sc_hd__nor3b_1 | 2 |
| sky130_fd_sc_hd__o21ai_0 | 5 |
| sky130_fd_sc_hd__o22ai_1 | 2 |
timing repair:
action | CTS | global route
pin swaps | 1 | 1
gates resized | 21 | 5
setup buffers | 9 | 1
endpoints found under the setup margin | 15 | 9
hold endpoints to repair | 0 | 0
gates cloned | 1 | 0
critical path, stage by stage, from the launching register on:
cell and delay (ns):
sky130_fd_sc_hd__dfrtp_2 0.44, sky130_fd_sc_hd__nor2_1 0.26, sky130_fd_sc_hd__nor2_2 0.07, sky130_fd_sc_hd__a211oi_1 0.17, sky130_fd_sc_hd__clkdlybuf4s50_1 0.50
how the worst max path moves through the flow:
stage | start | end | slack (ns) | cells past startpoint
CTS | actual_state[0] | is_immediate | -0.12 | 6
global route | actual_state[1] | alu_src_b[1] | -0.22 | 4
finish | actual_state[1] | alu_src_b[1] | -0.15 | 4
Power figures rest on the tool's default switching activity, not on a simulated workload.
